[run.sh]
#!/bin/bash
# OpenROAD 26Q1-2900-gdf79404cd8, Yosys 0.63+post, stock flow scripts
make -C /OpenROAD-flow-scripts/flow DESIGN_CONFIG=/design/flow/config.mk WORK_HOME=/design/flow/orfs finish
[config.mk]
export PLATFORM = sky130hd
export DESIGN_NAME = vedicmultiplier_8_bit
export DESIGN_NICKNAME = vedicmultiplier_8_bit
export VERILOG_FILES = /design/flow/design.v
export SDC_FILE = /design/flow/constraint.sdc
export NUM_CORES = 4
export LEC_CHECK = 1
export CORE_UTILIZATION = 30
[constraint.sdc]
current_design vedicmultiplier_8_bit

set clk_period 8.0
set clk_io_pct 0.2

create_clock -name clk0 -period $clk_period

set non_clock_inputs [all_inputs -no_clocks]
set_input_delay [expr $clk_period * $clk_io_pct] -clock clk0 $non_clock_inputs
set_output_delay [expr $clk_period * $clk_io_pct] -clock clk0 [all_outputs]
[design.v]
`timescale 1ns / 1ps
module half_adder(a,b,carry,sum);
input a,b;
output carry,sum;
assign carry = a&b;
assign sum = a ^ b;
endmodule
module vedicmultiplier_2_bit(a,b,result);
input [1:0] a,b;
output [3:0] result;
wire w1,w2,w3,w4;
assign result[0] = a[0] & b[0];
assign w1 = a[0] & b[1];
assign w2 = a[1] & b[0];
assign w3 = a[1] & b[1];
half_adder h1(w1,w2,w4,result[1]);
half_adder h2(w3,w4,result[3],result[2]); 
endmodule
module vedicmultiplier_4_bit(a,b,result);
input [3:0] a,b;
output [7:0] result;
wire [3:0] q0,q1,q2,q3;
vedicmultiplier_2_bit dum1(a[1:0],b[1:0],q0);
vedicmultiplier_2_bit dum2(a[3:2],b[1:0],q1);
vedicmultiplier_2_bit dum3(b[3:2],a[1:0],q2);
vedicmultiplier_2_bit dum4(a[3:2],b[3:2],q3);
wire [7:0] temp1,temp2,temp3;
assign temp1 = {q3,4'b0000};
assign temp2 =  {2'b00,q2,2'b00} + {2'b00,q1,2'b00};
assign temp3 =  {4'b0000,q0};
assign result = temp1 + temp2 + temp3;
endmodule
module vedicmultiplier_8_bit(a,b,result);
input [7:0] a,b;
output [15:0] result;
wire [7:0] q0,q1,q2,q3;
vedicmultiplier_4_bit dumm1(a[3:0],b[3:0],q0);
vedicmultiplier_4_bit dumm2(a[3:0],b[7:4],q1);
vedicmultiplier_4_bit dumm3(a[7:4],b[3:0],q2);
vedicmultiplier_4_bit dumm4(a[7:4],b[7:4],q3);
wire [15:0] temp1,temp2,temp3;
assign temp1 = {q3,8'b00000000};
assign temp2 = {4'b0000,q2,4'b0000} + {4'b0000,q1,4'b0000};  
assign temp3 = {8'b00000000,q0};
assign result = temp1 + temp2 + temp3;
endmodule
==> flow_summary.json <==
{
  "finalCriticalPeriod_ns": 7.68,
  "dp_hpwl_um": 4740,
  "drive_gt1_share_pct": 15.5,
  "die_x_um": 95.4,
  "critical-path-slowest-cell": "fa_1",
  "vias": 2204,
  "cellPowerDensity_nw_per_um2": 169,
  "detail_route.vias_per_cell": 4.54,
  "crit_chain": "clkdlybuf4s50_1 > and2_1 > ha_1 > inv_1 > fa_1 > inv_1 > ha_1 > a21o_1 > a21oi_2 > o21bai_1 > a21oi_1 > xor2_1 > fa_1 > inv_1 > ha_1 > buf_4 > o21ai_0 > nand2b_1 > nand4_1 > xor2_1 > clkdlybuf4s50_1",
  "drt_pass1_iterations": 4,
  "wl_per_cell_um": 11.0,
  "area_growth_pct": 32.6,
  "dieArea_um2": 9100,
  "drv_cap": 0,
  "worstSetupStartpointType": "input port",
  "arrival_ns": 6.08,
  "vdd_drop_max_v": 0.0000849,
  "hold_ws_ns": 4.05,
  "ys_sh_simple_pct": 20.7,
  "core_area_um2": 8340,
  "postSynthCellCount": 314,
  "ys_area_um2": 2620,
  "final.fill_count": 825,
  "end_kind": "output port",
  "diodes": 0,
  "log.warning_count": 32,
  "ant_nets": 0,
  "gr-total-overflow": 0,
  "fp-utilization_pct": 31.4,
  "ys_sh_adder_pct": 49.3,
  "antenna_found_initial": 0,
  "top_level_ports": 32,
  "worstHoldEndpoint": "result[0]",
  "synth-xor-area-share_pct": 10.4,
  "n_clock_buffer": 0,
  "die_h_um": 95.4,
  "grt_pass1_vias": 2201,
  "ys_top_logic_family": "adder cells",
  "criticalPathCategory": "input port to output port",
  "yosysSeqAreaShare_pct": 0,
  "cp_max_fo": 3,
  "final_common_cell": "ha_1",
  "drc": 0,
  "syn_area_um2": 2620,
  "yosys_cells": 314,
  "rows": 33,
  "synth_area_per_cell_um2": 8.34,
  "layout_top_cells": "ha_1, and2_1, inv_1, buf_4, xnor2_1",
  "synth_warnings": 0,
  "status": "completed",
  "setup_viol": 0,
  "yosys.area_share.aoi_pct": 12.7,
  "dr.first_iter.drc_count": 70,
  "min_path_type": "input port to output port",
  "place.gp.congestion": 0.845,
  "seq_cells": 0,
  "muxShareOfSynthArea_pct": 0,
  "flop_area_um2": 0,
  "grt_max_degree": 9,
  "max_freq_mhz": 130,
  "mi_logic_area_um2": 2550,
  "synth.distinct_cells": 30,
  "final_hold_viol_count": 0,
  "wirelength_um": 5350,
  "hp-start": "a[0]",
  "hold_depth": 3,
  "critPathMaxStageDelay_ns": 0.54,
  "finalSetupTns_ns": 0,
  "grt_first_pass_wirelength_um": 9450,
  "numPortBuffers": 32,
  "max-slew-margin-rel_pct": 78.4,
  "leakagePower_nw": 1.98,
  "p_total_mw": 0.586,
  "hold_buffers": 0,
  "required_ns": 6.40,
  "fin_crit_sh_pct": 96.0,
  "tightest_slew_ns": 0.323,
  "drv_slew": 0,
  "grt.total_usage_pct": 13.1
}
## cells by family after synthesis
family	count (synthesis)
AND-OR/OR-AND	52
XOR/XNOR	31
adder cells (fa/ha/maj)	93
buffers and inverters	47
AND/OR/NAND/NOR	91
## Yosys cell counts, types with 2 or more instances
| master | n | area, µm² |
|---|---|---|
| nor3_1 | 2 | 10.0 |
| nor2_1 | 7 | 26.3 |
| nand3_1 | 2 | 10.0 |
| a21o_1 | 15 | 113 |
| nand2_1 | 4 | 15.0 |
| o21bai_1 | 4 | 30.0 |
| ha_1 | 76 | 951 |
| inv_1 | 45 | 169 |
| nand2b_1 | 4 | 25.0 |
| xnor2_1 | 20 | 175 |
| a21oi_1 | 19 | 95.1 |
| fa_1 | 17 | 340 |
| o21ai_0 | 6 | 30.0 |
| and2_1 | 65 | 407 |
| xor2_1 | 11 | 96.3 |
| nor2b_1 | 3 | 18.8 |
## layout make-up
class	count	share of cell area, %
Tap cell	105	3.78
Inverter	46	4.97
Timing Repair Buffer	67	17.7
Multi-Input combinational cell	267	73.6
## power breakdown
| part | internal, mW | switching, mW | total (mW) |
|---|---|---|---|
| Clock | 0 | 0 | 0 |
| Combinational | 0.349 | 0.238 | 0.586 |
| Sequential | 0 | 0 | 0 |
## stage by stage
step	setup slack, ns	cell area (µm²)	util, %	std cells
after floorplan	1.17	2620	-	314
after global placement	-0.0478	3320	39.9	485
after detailed placement	-0.0500	3320	39.9	485
after CTS	0.0172	3330	39.9	485
after global routing	-0.0123	3470	41.6	485
final	0.317	3470	41.6	485
## repair_timing
item / CTS / global route
cloned: 0 / 0
resized: 8 / 34
buffers inserted: 0 / 0
pin swaps: 5 / 21
setup endpoints to repair: 2 / 5
## critical path: cells and delay by family
family,cells,cell delay (ns)
AND-OR/OR-AND,5,0.67
buffers and inverters,6,1.18
adder cells (fa/ha/maj),5,1.97
AND/OR/NAND/NOR,3,0.36
XOR/XNOR,2,0.28
## how the worst max path moves through the flow
| stage | startpoint | to | slack (ns) | cells past startpoint |
|---|---|---|---|---|
| after CTS | a[3] | result[15] | 0.02 | 19 |
| after global routing | b[5] | result[15] | -0.01 | 21 |
| final | b[5] | result[15] | 0.32 | 21 |
## per-layer routing
layer	vias up	part of all wire [%]	global-route usage (%)
li1	1183	-	-
met1	1011	52	18.8
met2	10	46	23.9
met3	0	1.2	0.162
met4	0	0	0
met5	-	0	0
Power and IR drop assume default switching activity.
