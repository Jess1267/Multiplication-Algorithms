`/design/flow/config.mk`:
```
export PLATFORM = sky130hd
export DESIGN_NAME = booth
export DESIGN_NICKNAME = booth
export VERILOG_FILES = /design/flow/design.v
export SDC_FILE = /design/flow/constraint.sdc
export NUM_CORES = 4
export LEC_CHECK = 1
export CORE_AREA = 10 10 111 111
export DIE_AREA = 0 0 121 121
```
`/design/flow/constraint.sdc`:
```
current_design booth

set clk_period 1.3
set clk_io_pct 0.2

create_clock -name clk0 -period $clk_period [get_ports {clk}]

set non_clock_inputs [all_inputs -no_clocks]
set_input_delay [expr $clk_period * $clk_io_pct] -clock clk0 $non_clock_inputs
set_output_delay [expr $clk_period * $clk_io_pct] -clock clk0 [all_outputs]
```
`/design/flow/design.v`:
```
`timescale 1ns / 1ps
module accumulator(lda,clk,shfta,clra,z,a);
parameter N=8;
parameter alpha=3;
input lda,clk,shfta,clra;
input [N-1:0] z;
output reg [N-1:0]a;
always @(posedge clk)
if(clra) a[N-1:0]<=0;
else if(lda) a[N-1:0]<=z[N-1:0];
else if(shfta) a[N-1:0]<={a[N-1],a[N-1:1]};
endmodule
module multiplier(clk,ldq,data_inQ,shftq,clrq,prev,q);
parameter N=8;
parameter alpha=3;
input clk,ldq,shftq,clrq,prev;
input [N-1:0] data_inQ;
output reg [N-1:0] q;
always @(posedge clk)
if(clrq==1'b1) q[N-1:0]<=0;
else if(ldq==1'b1) q[N-1:0]<=data_inQ;
else if(shftq==1'b1) q[N-1:0]<={prev,q[N-1:1]};
endmodule
module store(shftff,clk,clrff,prev,qm1);
input shftff,clk,clrff,prev;
output reg qm1;
always@(posedge clk)
if(clrff==1'b1) qm1<=1'b0;
else if(shftff==1'b1) qm1<=prev;
endmodule
module ALU(a,m,addsub,clk,z);
parameter N=8;
parameter alpha=3;
input [N-1:0] a,m;
input addsub,clk;
output reg [N-1:0] z;
always@(posedge clk)
if(addsub==1'b1) z[N-1:0]<= a[N-1:0]+m[N-1:0];
else if(addsub==1'b0) z[N-1:0]<=a[N-1:0]-m[N-1:0];
endmodule
module multiplicand(ldm,clrm,clk,data_inM,m);
parameter N=8;
parameter alpha=3;
input ldm,clk,clrm;
input [N-1:0] data_inM;
output reg [N-1:0] m;
always@(posedge clk)
if(clrm==1'b1) m[N-1:0]<=0;
else if(ldm==1'b1) m[N-1:0]<=data_inM;
endmodule
module counter(clk,decr,ldcount,count);
parameter N=8;
parameter alpha=3;
input clk,decr,ldcount;
output reg[alpha:0]count;
always @(ldcount,decr)
if(ldcount==1'b1) count<=N;
else if(decr==1'b1) count <= count-1;
endmodule
module comparator(clk,q0,qm1,comp,value);
input clk,q0,qm1,comp;
output reg[1:0] value;
always@(comp)
if(comp==1'b1) value<={q0,qm1};
endmodule 
module finalans(clk,a,q,ans);
parameter N=8;
parameter alpha=3;
input clk;
input [N-1:0] a,q;
output reg [(N+N)-1:0] ans;
always @(posedge clk)
ans[(N+N)-1:0]<={a,q};
endmodule
module datapath(clk,clra,lda,shfta,ldq,data_inQ,shftq,clrq,shftff,clrff,addsub,data_inM,ldm,clrm,ldcount,decr,comp,ans,count,value,a,q,qm1);
parameter N=8;
parameter alpha=3;
input clk,clra,lda,shfta,ldq,shftq,clrq,shftff,clrff,addsub,ldm,clrm,ldcount,decr,comp;
input [N-1:0] data_inQ,data_inM;
output wire [(N+N)-1:0] ans;
output wire[1:0] value;
output wire[alpha:0] count;
wire [N-1:0] z,m;
output [N-1:0] a,q;
output qm1;
finalans result(clk,a,q,ans);
comparator co(clk,q[0],qm1,comp,value);
counter cnt(clk,decr,ldcount,count);
multiplicand mut(ldm,clrm,clk,data_inM,m);
ALU alu(a,m,addsub,clk,z);
store str(shftff,clk,clrff,q[0],qm1);
multiplier mult(clk,ldq,data_inQ,shftq,clrq,a[0],q);
accumulator acc(lda,clk,shfta,clra,z,a);
endmodule
module controlpath(clk,clra,lda,shfta,ldq,data_inQ,shftq,clrq,shftff,clrff,addsub,data_inM,ldm,clrm,ldcount,decr,comp,count,value,start,state);
parameter N=8;
parameter alpha=3;
input [alpha:0] count;
input [1:0] value;
input start;
input clk;
output  reg clra,lda,shfta,ldq,shftq,clrq,shftff,clrff,addsub,ldm,clrm,ldcount,decr,comp;
input [N-1:0] data_inQ,data_inM;
parameter s0=3'b000,s1=3'b001,s2=3'b010,s3=3'b011,s4=3'b100,s5=3'b101,s6=3'b110,s7=3'b111;
output reg [2:0] state;
always @(posedge clk)
case(state)
    s0: if(start) state<=s1;
    s1: state<=s2;
    s2: if(value==2'b01) state<=s3;
        else if(value==2'b10) state<=s4;
        else state<=s5;
    s3: state<=s7;
    s4: state<=s7;
    s5: if(count==0) state<=s6;
        else state<=s2;
    s6: state<=s6;
    s7: state<=s5;
    default : state <= s0;
   endcase
always @(state)
case(state)
 s0 : begin
      clrm<=1'b1;
      clrq<=1'b1;
      clra<=1'b1;
      clrff<=1'b1;
      lda<=1'b0;
      shfta<=1'b0;
      ldq<=1'b0;
      shftq<=1'b0;
      shftff<=1'b0;
      addsub<=1'b0;
      ldm<=1'b0;
      ldcount<=1'b0;
      decr<=1'b0;
      comp<=1'b0;
      end
 s1: begin
     clrm<=1'b0;
     clrq<=1'b0;
     clra<=1'b0;
     clrff<=1'b0;
     ldq<=1'b1;
     ldm<=1'b1;
     ldcount<=1'b1;
     end
 s2: begin
     ldm<=1'b0;
     ldcount<=1'b0;
     ldq<=1'b0;
     shfta<=1'b0;
     shftq<=1'b0;
     shftff<=1'b0;
     comp<=1'b1;
     decr<=1'b0;
     end
 s3: begin
        comp<=1'b0;
        addsub<=1'b1;
     end
 s4: begin
        comp=1'b0;
        addsub=1'b0;
     end
 s5: begin
        comp<=1'b0;
        shfta<=1'b1;
        shftq<=1'b1;
        shftff<=1'b1;
        decr<=1'b1;
        lda<=1'b0;
     end
  s6: begin
        clrm<=1'b1;
        clrq<=1'b0;
        clra<=1'b0;
        clrff<=1'b0;
        lda<=1'b0;
        shfta<=1'b0;
        ldq<=1'b0;
        shftq<=1'b0;
        shftff<=1'b0;
        addsub<=1'b0;
        ldm<=1'b0;
        ldcount<=1'b0;
        decr<=1'b0;
        comp<=1'b0;
      end
  s7:  begin
       lda<=1'b1;
          end
  default: begin
            clrm<=1'b1;
        clrq<=1'b1;
        clra<=1'b1;
        clrff<=1'b1;
        lda<=1'b0;
        shfta<=1'b0;
        ldq<=1'b0;
        shftq<=1'b0;
        shftff<=1'b0;
        addsub<=1'b0;
        ldm<=1'b0;
        ldcount<=1'b0;
        decr<=1'b0;
        comp<=1'b0;
           end
endcase
endmodule
module booth(start,clk,data_inM,data_inQ,ans);
input start,clk;
parameter N= 8;
parameter alpha = 3;
input [N-1:0] data_inM,data_inQ;
output [N+N-1:0] ans;
wire clra,lda,shfta,ldq,shftq,clrq,shftff,clrff,addsub,ldm,clrm,ldcount,decr,qm1;
wire [1:0] comp,value;
wire [alpha:0] count;
wire [N-1:0] a,q;
wire [2:0] state;
datapath dp1(clk,clra,lda,shfta,ldq,data_inQ,shftq,clrq,shftff,clrff,addsub,data_inM,ldm,clrm,ldcount,decr,comp,ans,count,value,a,q,qm1);
controlpath cp1(clk,clra,lda,shfta,ldq,data_inQ,shftq,clrq,shftff,clrff,addsub,data_inM,ldm,clrm,ldcount,decr,comp,count,value,start,state);
endmodule
```
`/design/flow/run.sh`:
```
#!/bin/bash
# OpenROAD 26Q1-2900-gdf79404cd8, Yosys 0.63+post, stock flow scripts
make -C /OpenROAD-flow-scripts/flow DESIGN_CONFIG=/design/flow/config.mk WORK_HOME=/design/flow/orfs finish
```
==> run notes <==
run metrics: Clock Root Buffer clkbuf_8, nature of the critical path startpoint register, Mapped Avg Cell Area roughly 12 um^2, Finish-stage setup viols 0, final setup margin around 170 ps, Wirelength per Cell between 9 and 10 um, family with the most delay on the worst path flip-flops, Peak VDD IR ~0.4 mV, Worst-Skew Late Latency just under 300 ps, drt total wl 2440 um, Layout area overhead 26.2%, final non-filler cell area between 1500 and 2000 um^2, R2R cell count 2, RSZ-0062 raised after global routing no, CP Depth 1, critical path required time around 1000 ps, setup TNS 0 ps, largest net degree at the start of global routing 18, Warnings, synthesis 15, pwr dens ~1100 nW/um^2, crit-path cells dlygate4sd2_1, Initial Util approximately 14%, CTS clk-pin slew, worst paths roughly 90 ps, fmax a little under 0.9 GHz, Worst Tran Pin Value 722 ps, Total GRT Usage 3.27%, Site Rows 36, Max-area cell share ~55%, Worst Path Max Fanout 2, top cells, area dfxtp_1, mux2i_1, dlxtp_1, chip area roughly 15000 um^2, Min-Delay Path Class reg -> reg, Crit. End Element primary output, Clock Path Buffers 2, Synth top cells by count dfxtp_1, mux2i_1, nor2_1, Iter 0 DRT Violations 20, Log Warnings roughly 43, Mapped Cells roughly 120, total gr overflow 0, initial antenna violation count 0, final max-slew violation count 0, Post-synth EDFFs 0, fin crit period 1130 ps, Top Ports 34, first-pass GRT wire length a little under 4000 um, Place WS between 200 and 250 ps, ys async rst share 0%, most common cell in the netlist dfxtp_1, layout cells sized above 1 13.0%, Critical Path End ans[15], yosys cell count between 100 and 150, register pins left without a clock 10, fin crit share 87.1%, Synth area leader dfxtp_1, Static Leak just over 0.7 nW, yosys stat chip area approximately 1400 um^2, WP buf/inv 1, worst-case clock skew 8.06 ps, TritonCTS clock tree built, CP peak stage delay around 330 ps, relative slew slack approximately half, critical path launch point dp1.alu.z[7], detailed-route vias per instance approximately 3, number of remaining DRC errors 0, Synth Register Bits just under 50, CTS Buf Count 5, reg2reg start dp1.acc.a[5], status complete, no violations, Hold Vio Cnt, Final 0, Antenna Nets Post-Route 0, worst reg2reg endpoint dp1.acc.a[4], ANT cells 0, drt first pass iters 4, endpoints left unconstrained 10, vias in the first global route about 800, Max Cap Violations 0, die height ~120 um, core area a little under 10000 um^2, dpl hpwl ~1700 um, gpl congestion 0.708, WP data arrival roughly 870 ps, Synth Flop Type dfxtp_1, vias a little over 800, Mapped Area 1430 um^2, crit path max-delay cell type dfxtp_2, # H-tree levels 2, Port Buf Inserts 16, number of library cell types mapped by synthesis 20, R2R Setup Slk ~540 ps, critical path type reg -> out, die width around 120 um, Placed Area 1720 um^2
==> where the power goes <==
group	internal (mW)	switching, mW	leakage (nW)	total (mW)
Clock	0.383	0.450	0.0408	0.833
Combinational	0	0	0.290	0.000000290
Sequential	1.19	0	0.390	1.19
==> cell families after synthesis <==
kind of cell	after synthesis	share of synthesized area, %
adders and majority gates	3	2.62
muxes	17	11.9
buffers and inverters	12	5.07
DFF	39	54.6
xor gates and xnor gates	2	1.23
and+or+nand+nor	25	9.01
AOI/OAI and AO/OA	9	5.07
latches	10	10.5
==> layout make-up <==
cell class	instances	area (um^2)
clock buffer	5	68.8
multi-input combinational	56	427
timing repair buffer	18	155
tap	133	166
clock inverter	3	23.8
fill	1069	8060
inverter	7	26.3
sequential	49	938
==> stage by stage <==
stage | util, % | hold slack (ps) | std cells | power (mW)
after global routing | 18.3 | 368 | 271 | 2.10
after global placement | 17.4 | 362 | 262 | 1.22
after floorplan | - | 350 | 117 | 1.22
after detailed placement | 17.4 | 362 | 262 | 1.22
final | 18.3 | 359 | 271 | 2.03
after CTS | 18.3 | 361 | 271 | 2.07
==> registers in the layout, indices dropped and copies added (netlist names) <==
name and cells:
dp1.result.ans 15, dp1.acc.a 8, dp1.mult.q 8, cp1.state 6
dp1.cnt.count 4, dp1.co.value 2, cp1.clrff 1, cp1.comp 1
cp1.lda 1, cp1.shfta 1, dp1.alu.z 1, dp1.str.qm1 1
==> layout by cell type (no fill, tap or decap), types with 5 or more instances in the layout <==
cell,count
mux2i_1,17
nor2_1,10
clkbuf_8,5
nor2b_1,8
dlygate4sd2_1,16
dfxtp_1,33
inv_1,7
dlxtp_1,7
a211oi_1,6
dfxtp_2,6
==> worst min-delay path by stage <==
stage | startpoint | to | slack (ps) | cells past startpoint
global route | dp1.acc.a[0] | dp1.result.ans[8] | 370 | 0
CTS | dp1.acc.a[7] | dp1.alu.z[7] | 360 | 0
finish | dp1.acc.a[0] | dp1.result.ans[8] | 360 | 0
==> repair_timing <==
action	4_1_cts	5_1_grt
hold buffers	0	0
setup buffers	1	0
gates resized	22	0
endpoints found under the setup margin	16	0
==> per-layer routing <==
metal	wire, um	vias up	track usage [%]	share of wire [%]
li1	-	424	-	-
met1	1250	365	4.83	51
met2	982	18	4.35	40
met3	170	5	1.46	7.0
met4	34	0	0.452	1.4
met5	0	-	0	0
Power figures rest on the tool's default switching activity, not on a simulated workload.
